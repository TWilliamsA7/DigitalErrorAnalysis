### /design/flow/design.v
`timescale 1ns/1ps
module syndromeCalc #(
    parameter N = 31,         
    parameter T = 3,          
    parameter m = 5           
)(
    input  [N-1:0] r,         
    output reg [m-1:0] syndrome1,
    output reg  [m-1:0] syndrome2,
    output reg  [m-1:0] syndrome3,
    output reg [m-1:0] syndrome4,
    output reg [m-1:0] syndrome5,
    output reg [m-1:0] syndrome6 
);
    integer i, j;
    function automatic [m-1:0] gfPow;
        input integer i;
        input integer j;
        reg [m-1:0] result;
        reg [m-1:0] addr;
        begin
            addr = ((i * j) % 31);
            case (addr)
                0:  result = 5'b00001;  
                1:  result = 5'b00010;  
                2:  result = 5'b00100;  
                3:  result = 5'b01000;  
                4:  result = 5'b10000;  
                5:  result = 5'b00101;  
                6:  result = 5'b01010;  
                7:  result = 5'b10100;  
                8:  result = 5'b01101;  
                9:  result = 5'b11010;  
                10: result = 5'b10001;  
                11: result = 5'b00111;  
                12: result = 5'b01110;  
                13: result = 5'b11100;  
                14: result = 5'b11101;  
                15: result = 5'b11111;  
                16: result = 5'b11011;  
                17: result = 5'b10011;  
                18: result = 5'b01011;  
                19: result = 5'b10110;  
                20: result = 5'b01001;  
                21: result = 5'b10010;  
                22: result = 5'b00011;  
                23: result = 5'b00110;  
                24: result = 5'b01100;  
                25: result = 5'b11000;  
                26: result = 5'b10101;  
                27: result = 5'b01111;  
                28: result = 5'b11110;  
                29: result = 5'b11001;  
                30: result = 5'b10111;  
                default: result = 5'b00000;
            endcase
            gfPow = result;
        end
    endfunction
    always @(*) begin
        syndrome1 = 0;
        syndrome2 = 0;
        syndrome3 = 0;
        syndrome4 = 0;
        syndrome5 = 0;
        syndrome6 = 0;
        for (j = 0; j < N; j = j + 1) begin
            if (r[j]) begin
                syndrome1 = syndrome1 ^ gfPow(1, j);
                syndrome2 = syndrome2 ^ gfPow(2, j);
                syndrome3 = syndrome3 ^ gfPow(3, j);
                syndrome4 = syndrome4 ^ gfPow(4, j);
                syndrome5 = syndrome5 ^ gfPow(5, j);
                syndrome6 = syndrome6 ^ gfPow(6, j);
            end
        end
    end
endmodule
### /design/flow/run.sh
#!/bin/bash
# OpenROAD 26Q1-2900-gdf79404cd8, Yosys 0.63+post, stock flow scripts
make -C /OpenROAD-flow-scripts/flow DESIGN_CONFIG=/design/flow/config.mk WORK_HOME=/design/flow/orfs finish
### /design/flow/constraint.sdc
current_design syndromeCalc

set clk_period 4.3
set clk_io_pct 0.2

create_clock -name clk0 -period $clk_period

set non_clock_inputs [all_inputs -no_clocks]
set_input_delay [expr $clk_period * $clk_io_pct] -clock clk0 $non_clock_inputs
set_output_delay [expr $clk_period * $clk_io_pct] -clock clk0 [all_outputs]
### /design/flow/config.mk
export PLATFORM = sky130hd
export DESIGN_NAME = syndromeCalc
export DESIGN_NICKNAME = syndromeCalc
export VERILOG_FILES = /design/flow/design.v
export SDC_FILE = /design/flow/constraint.sdc
export NUM_CORES = 4
export LEC_CHECK = 1
export CORE_UTILIZATION = 30
==> reports/metrics.cfg <==
[sta]
drv_slew=0
hold_violations=0
relSlewSlack_pct=70.7
rsz0062_at_grt=false
period_needed_ns=4.18
setup_tns_ns=0
setup_ws_ns=0.124
fmax_ghz=0.239
worst_pin_slew_ns=0.437
whs_ns=2.86
finalSetupViolations=0
fin_crit_sh_pct=97.1

[power_and_ir_drop]
p_leak_nw=1.42
ir_drop_uv=228
p_per_area_mw_per_mm2=389
p_total_w=0.00129

[flow_run]
drv_cap=0
tool_warnings=32

[setup_path]
cp_cell_sequence=clkdlybuf4s50_1 > xnor2_2 > xnor3_1 > xor2_1 > xnor2_1 > clkdlybuf4s50_1
startpoint=r[10]
cp-end-kind=output pin
cpPeakStageDelay_ns=0.59
start_kind=primary input
critPathMaxFanout=4
cp.required_ns=3.44
path_class=primary input to output pin
crit_end=syndrome5[2]
crit_top_cell=clkdlybuf4s50_1
cp_slowest_cell=clkdlybuf4s50_1
cp_data_arrival_time_ns=3.32

[hold_path]
hold_path_class=primary input to output pin

[yosys]
synth.distinct_cells=12
synthCells=226
topCombFamilyByArea=XOR/XNOR gates
postSynthAreaPerCell_um2=10.7
yosys.area_share.aoi_pct=0
synth_warnings=1
ys_sh_mux_pct=0
synth-adder-area-share_pct=0
synthesis.area_mm2=0.00242
ys_seq_share_pct=0
yosys.area_share.simple_pct=0
xor_share_pct=94.5
ys_area_mm2=0.00242
yosysCellCount=226

[global_routing]
grt_max_degree=8
gr-total-overflow=0
grt_pass1_wl_um=10400
antenna_found_initial=0
grt_util_all_layers_pct=17.4
grt_pass1_vias=1829

[clock_network]
cts_hold_buf=0
ctsResizeCount=0
postCtsSetupBuffers=0

[floorplan]
pin_count=61
row_count=32
die_area_mm2=0.00843
core_region_area_mm2=0.00777
die_w_um=91.8
fp-utilization_pct=31.2
die_h_um=91.8

[route]
routed_via_density=4.23
wirelength_um=6870
drt_iter0_drc=50
wl_per_cell_um=17.1
drc_errors=0
dr.pass1.iters=4
antennaDiodeCount=0
vias=1696
antenna_left=0

[placed_design]
gp_congestion=0.935
place_hpwl_um=6000
io_buffers=61
pre_cts_slack_ns=0.122

[finish]
nClkBuffers=0
ff_count=0
lay_top_cells=xnor2_1, clkdlybuf4s50_1, buf_4, xor2_1, xnor3_1
drive_above_1_share_pct=14.7
seqCellArea_um2=0
lay_top_count=xnor2_1
areaGrowthSynthToFinish_pct=36.7

[run_status]
status=completed

-- how the worst min path moves through the flow --
stage	from	end	slack, ns	depth (start not counted)
6_report	r[12]	syndrome2[2]	2.86	4
5_1_grt	r[12]	syndrome2[2]	2.91	4
4_1_cts	r[12]	syndrome2[2]	2.87	4
-- cells in the mapped netlist --
cell type	number	area, um2
buf_2	19	95.1
buf_4	1	7.51
buf_6	1	11.3
clkbuf_1	4	15.0
clkbuf_2	1	5.00
xnor2_1	127	1110
xnor2_2	4	65.1
xnor3_1	29	653
xnor3_2	1	23.8
xor2_1	33	289
xor3_1	5	119
xor3_2	1	25.0
-- kinds of logic (layout without fill, tap and decap cells) --
family                 after synthesis  in the layout
XOR/XNOR                           200            200
buffers and inverters               26             99
-- per-stage QoR --
step                std cells  cell area (um2)  util [%]
floorplan                 226             2420         -
CTS                       401             3310      42.6
detailed placement        401             3310      42.6
global route              401             3310      42.6
finish                    401             3310      42.6
global placement          401             3310      42.6
-- report_power, final --
part / switching [W] / internal [W]
sequential: 0 / 0
combinational: 0.000404 / 0.000884
clock: 0 / 0
-- cell type report --
| type | count | area [um2] |
|---|---|---|
| multi-input cells | 200 | 2290 |
| repair buffers | 99 | 896 |
| well taps | 102 | 128 |
| fillers | 779 | 4460 |
-- metal layers --
layer | up-vias | wire, um | share of wire (%) | global-route usage (%)
li1 | 839 | - | - | -
met1 | 780 | 3210 | 47 | 26.3
met2 | 73 | 3110 | 45 | 27.9
met3 | 4 | 510 | 7.4 | 3.12
met4 | 0 | 38 | 0.55 | 0.911
met5 | - | 0 | 0 | 0
-- worst max-delay path: cells and delay by family --
family	cells	cell delay, ns
buffers and inverters	2	1.06
XOR/XNOR	4	1.38
