**/design/flow/design.v**
```verilog
`timescale  1ns/1ps
module crcEncode #(
    parameter N = 16,
    parameter R = 7,
    parameter [R-1:0] DIV = 7'b1111011
)(
    input  [N-1:0] stream,
    output [N+R-2:0] outStream
);
    integer i;
    reg [N+R-2:0] mes;
    reg [R-1:0] crc;
    function [R-1:0] get_slice;
        input [N+R-2:0] in;
        input integer idx;
        integer j;
        begin
            for (j = R; j > 0; j = j - 1)
                get_slice[j-1] = in[idx + (j-R)];
        end
    endfunction
    always @(*) begin
        crc = 0;
        mes = {stream, {(R-1){1'b0}}};
        crc = get_slice(mes, N+R-2);
        for (i = N-1; i >= 0; i = i - 1) begin
            if (crc[R-1])
                crc = crc ^ DIV;
            else
                crc = crc;
            if (i != 0)  
                crc = {crc[R-2:0], mes[i-1]};
        end
        mes = {stream, crc[R-2:0]};
    end
    assign outStream = mes;
endmodule
```
**/design/flow/run.sh**
```bash
#!/bin/bash
# OpenROAD 26Q1-2900-gdf79404cd8, Yosys 0.63+post, stock flow scripts
make -C /OpenROAD-flow-scripts/flow DESIGN_CONFIG=/design/flow/config.mk WORK_HOME=/design/flow/orfs finish
```
**/design/flow/config.mk**
```make
export PLATFORM = sky130hd
export DESIGN_NAME = crcEncode
export DESIGN_NICKNAME = crcEncode
export VERILOG_FILES = /design/flow/design.v
export SDC_FILE = /design/flow/constraint.sdc
export NUM_CORES = 4
export LEC_CHECK = 1
export CORE_AREA = 10 10 70 70
export DIE_AREA = 0 0 80 80
```
**/design/flow/constraint.sdc**
```tcl
current_design crcEncode

set clk_period 5.7
set clk_io_pct 0.2

create_clock -name clk0 -period $clk_period

set non_clock_inputs [all_inputs -no_clocks]
set_input_delay [expr $clk_period * $clk_io_pct] -clock clk0 $non_clock_inputs
set_output_delay [expr $clk_period * $clk_io_pct] -clock clk0 [all_outputs]
```
==> job_summary.md <==
### Flow metrics

| Metric | Value |
|---|---|
| Status | finished, final reports clean |
| Clock network power share | 0 |
| Via count of the first global-routing pass | about 430 |
| Critical Path AT | 3.43 ns |
| Floorplan core density | 0.151 |
| Slowest stage delay, CP | between 0.4 and 0.5 ns |
| Seq cells | 0 |
| First-iteration detailed-routing DRC count | 0 |
| TNS Setup | 0 ns |
| Element type at the critical path start | input port |
| Comb pwr share | 1.000 |
| WS Path Type | input port to output pin |
| Most frequent cells in the layout | 38 x clkdlybuf4s50_1, 19 x xnor2_1, 5 x xnor3_1 |
| Leakage | 0.327 nW |
| Share of layout cells above drive strength 1 | 0.0580 |
| Most frequent logic cell in the layout | clkdlybuf4s50_1 |
| Sequential share of power | 0 |
| Syn avg cell area | about 11 um^2 |
| IR drop worst, VDD | 59.9 uV |
| Ports | 38 |
| Hold path endpoint | outStream[15] |
| Initial DRT Pass Iterations | 1 |
| Minimum hold slack | around 3.1 ns |
| Routed len/inst | about 12 um |
| P_int | 0.147 mW |
| Critical Path Stages | 6 |
| Pwr/cell area | about 240 mW/mm^2 |
| Total power | ~0.2 mW |
| Die height | ~80 um |
| DRC Markers | 0 |
| Area grow syn2layout | 61.5% |
| Core ar. | roughly 0.0034 mm^2 |
| Die ar. | approximately 0.0064 mm^2 |
| Syn Inst Count | 47 |
| Area occupied by registers | 0 um^2 |
| WL final | approximately 1400 um |
| Setup Buffers After CTS | 0 |
| Synth warnings | 1 |
| Worst-margin pin slew | around 0.32 ns |
| Worst path bufs/invs | 2 |
| Final min period | 4.57 ns |
| Final critical-path share of the clock period | 0.802 |
| Yosys cell types | 7 |
| Final Max Slew Viols | 0 |
| CTS resizes | 0 |
| Fmax | roughly 0.22 GHz |
| Site Rows | 21 |
| Die X | about 80 um |
| Antenna diodes | 0 |
| Ys cells | about 47 |
| Routability congestion estimate | about 0.67 |
| Vias/cell | 2.99 |
| CP max-delay cell | clkdlybuf4s50_1 |
| Hold_buf cts | 0 |
| Largest net degree at the start of global routing | 5 |
| Hold Startpoint | stream[9] |
| First-pass GRT wire length | roughly 2200 um |
| All-Layer GR Usage | 0.0425 |
| Placed cell area | about 830 um^2 |
| Max_cap viols | 0 |
| Buffers on Ports | 38 |
| Psw | ~0.056 mW |
| Seq share, synth | 0 |
| Cell Area, Synth | approximately 520 um^2 |
| Final Cell Area | between 800 and 900 um^2 |
| Via count of the routed design | 344 |
| Chip area in the Yosys report | a little over 500 um^2 |
| WHS Path Cells | 2 |
| Crit path DRT | around 4.6 ns |
| ANT nets after route | 0 |
| Clock buf count | 0 |
| Crit Path Max Fanout | 3 |
| Crit-path leading delay family | XOR/XNOR gates |
| CP cell instances | clkdlybuf4s50_1 > xnor2_2 > xnor3_2 > xnor3_2 > xnor2_1 > clkdlybuf4s50_1 |
| Hold Fails Final Rpt | 0 |
| Grt ovf | 0 |
| RSZ-0062 raised after global routing | no |
| Log Warnings | 32 |
| Net Sw Frac | 0.277 |
| Initial antenna violation count | 0 |
| Crit. End Element | output pin |
| Hold WC Path Type | input port to output pin |
| Final Setup Violations | 0 |
| Slew margin rel. | 0.782 |
per-stage QoR:
stage               cells  utilization  setup WS [ns]
global route          115        0.244          0.989
floorplan              47            -           2.19
detailed placement    115        0.244           1.09
finish                115        0.244           1.13
global placement      115        0.244           1.11
CTS                   115        0.244           1.08
final cells by class:
| class | count | area, um^2 |
|---|---|---|
| Fill cell | 378 | 2580 |
| Multi-Input combinational cell | 31 | 397 |
| Timing Repair Buffer | 38 | 380 |
| Tap cell | 46 | 57.6 |
routing by layer:
metal	vias to the layer above	track usage	share of wire
met5	-	0	0
met4	0	0	0
met3	0	0.0148	0.12
met2	19	0.0787	0.49
met1	149	0.0484	0.39
li1	176	-	-
power groups by stage:
stage	combinational (mW)	sequential, mW	clock, mW
finish	0.204	0	0
global route	0.222	0	0
CTS	0.211	0	0
cell families after synthesis:
family,after synthesis,share of synthesized area
xor+xnor,31,0.768
buf+inv,16,0.232
Yosys cell counts (all sizes together):
cell / instances / area, um^2
buf: 16 / 120
xnor2: 21 / 210
xnor3: 7 / 160
xor2: 3 / 26.3
worst max path at each step:
stage,startpoint,end,slack (ns)
4_1_cts,stream[13],outStream[0],1.08
5_1_grt,stream[13],outStream[5],0.99
6_report,stream[13],outStream[5],1.13
Power is estimated from default activity; no workload was simulated.
