## flow/design.v

```verilog
`timescale 1ns / 1ps
module hammingDecode #(parameter N = 7, parameter R = 4)(
    input [1:(N+R)] enStream,
    output [1:N] stream
);
    reg [1:N] q_stream;
    reg [1:R] power;
    reg [1:R] syndrome;
    reg [1:(N+R)] q_enStream;
    integer i, j, k, parSum;
    always @(*) begin
        q_enStream = enStream;
        syndrome = 0;
        for (i = 0; i < R; i = i + 1) begin
            power = 1 << i;
            parSum = 0;
            for (j = 1; j <= (N+R); j = j + 1) begin
                if (((j & power) != 0) && (power != j)) begin
                    parSum = parSum + q_enStream[j];
                end
            end
            syndrome[R-i] = (parSum & 1'b1) ^ q_enStream[power];
        end
        if (syndrome) begin
            q_enStream[syndrome] = q_enStream[syndrome] ^ 1;
        end
    end
    always @(*) begin
        k = 1;
        for (i = 1; i <= (N+R); i = i + 1) begin
            if ((i & (i - 1)) != 0) begin
                q_stream[k] = q_enStream[i];
                k = k + 1;
            end
        end
    end
    assign stream = q_stream;
endmodule
```

## flow/run.sh

```bash
#!/bin/bash
# OpenROAD 26Q1-2900-gdf79404cd8, Yosys 0.63+post, stock flow scripts
make -C /OpenROAD-flow-scripts/flow DESIGN_CONFIG=/design/flow/config.mk WORK_HOME=/design/flow/orfs finish
```

## flow/config.mk

```make
export PLATFORM = sky130hd
export DESIGN_NAME = hammingDecode
export DESIGN_NICKNAME = hammingDecode
export VERILOG_FILES = /design/flow/design.v
export SDC_FILE = /design/flow/constraint.sdc
export NUM_CORES = 4
export LEC_CHECK = 1
export CORE_AREA = 10 10 74 74
export DIE_AREA = 0 0 84 84
```

## flow/constraint.sdc

```tcl
current_design hammingDecode

set clk_period 4.0
set clk_io_pct 0.2

create_clock -name clk0 -period $clk_period

set non_clock_inputs [all_inputs -no_clocks]
set_input_delay [expr $clk_period * $clk_io_pct] -clock clk0 $non_clock_inputs
set_output_delay [expr $clk_period * $clk_io_pct] -clock clk0 [all_outputs]
```

==> summary.txt <==
Implementation results. The run finished, with violations left. The checks that failed: negative setup slack. The layout has 0 clock buffers. According to the dpl log, the detail-placed design has an HPWL of ~2500 um.

For reference, the post-synthesis area per instance comes to a little under 8 um^2. The worst pin sits at a relative slew slack of 0.489. Based on the critical path, the design can be clocked at up to between 200 and 250 MHz. In this run the maximum-capacitance check reported violations numbering 0. After routing, the total negative slack on setup checks comes to -2000 ps.

The worst setup path is captured at an output port. Yosys attributes the largest share of cell area to ha_1 (10%), o31ai_1 (8.6%), xnor2_1 (8.2%). Sequential cell area fraction in the yosys report landed at 0.

Synthesis-to-finish area growth landed at 96.2%. Weighted congestion at the end of routability-driven global placement landed at 0.987. The critical path ends at stream[3]. The worst setup path is launched from a primary input. After synthesis, the netlist uses ~40 different library cells.

The min-delay analysis places its worst path in the category in2out. Counting the warning lines in the Yosys log gives 1. Instance count of the mapped netlist landed at 123. Number of DRC markers after the initial detailed-route iteration landed at 32.

Tally of buffers added on design ports landed at 18. Combined global-route utilization of all metal layers landed at 0.0876. In this run the core area contains 23 standard-cell rows.

Final max-slew violation count landed at 0. Per the final layout report, the fraction of cells sized above drive strength 1 comes to 0.663. In this run the full chip footprint comes out at between 7000 and 8000 um^2. Yosys chip area landed at roughly 960 um^2. Number of ports placed on the die boundary landed at 18. Looking at area per cell type in the netlist, the leader is ha_1. Per the detailed-route log, wirelength across all metal layers totals 3380 um.

The number of sequential cells reported for the layout is 0. Sequential cell area in the final layout landed at 0 um^2. Of the total power, combinational logic draws 1.000. Switching power as a fraction of the total was reported as 0.489.

The synth_stat.txt file lists the number of cells as around 120. Part of the power in registers landed at 0. Clock period minus final worst setup slack landed at ~4500 ps. 0 antenna diodes ended up in the layout.

Required time of the critical path landed at 3200 ps. Leakage power figure landed at a little over 0.8 nW. Pin count of the biggest net entering global routing landed at 10.

The launch point of the critical path was reported as enStream[10]. First-pass GRT wire length landed at 5410 um. Portion of the clock cycle consumed by the worst path in the final layout landed at 1.12. Setup repair after global routing could not meet its margin everywhere. The pre-antenna-repair detailed-routing pass consisted of 4 iterations. The share of total power dissipated in the clock network is 0. Of all nets on the critical path, the largest fanout is 4. Proportion of netlist area held by the largest area contributor landed at 0.105. Worst hold path stage count landed at 5. By instance count after routing, the leading logic cell types are buf_4 (57), buf_2 (11), nand2_1 (7). Before any placement, the netlist area is recorded as 957 um^2.

The critical path in the final layout is reported with a setup slack of -500 ps. Sum of overflow across all layers after global routing landed at 0. Number of antenna violations at the first check in global routing landed at 0. For the worst setup path, the data arrival time is approximately 3700 ps. Core area landed at just under 4000 um^2. Maximum VDD drop landed at around 0.25 mV. Warning total across the stage logs landed at 38. Per-cell via count in the routed design landed at slightly below 5. Initial core utilization landed at 0.241. Internal cell power landed at about 0.42 mW. Per the OpenROAD floorplan log, the height of the die is about 84 um.

Number of hold violations in the final report landed at 0. For reference, the most critical setup path is categorized as in2out. Final number of setup-violating endpoints landed at 7. Final-layout worst hold slack landed at between 2000 and 2500 ps.

Remaining routing DRC violations landed at 0. The library cell used most frequently in the layout, excluding fill and tap cells, is buf_4. Width of the die landed at roughly 84 um. The script extracted a net switching power of roughly 0.40 mW. Power spread over the standard cell area amounts to around 440 nW/um^2. The final route contains about 1,200 vias. Count of nets left with antenna violations after detail routing landed at 0. Average routed wire per standard cell landed at approximately 14 um. Measured slew at the worst slew-check pin landed at between 700 and 800 ps.

The via count of the first global-routing pass came to 1,199.
==> per-stage QoR <==
stage	utilization	total power, mW	instance area [um^2]	cells	worst slack, ps
3_5_place_dp	0.391	0.600	1550	230	-1200
5_1_grt	0.473	0.899	1880	246	-621
4_1_cts	0.435	0.700	1730	242	-559
2_1_floorplan	-	0.359	1020	123	-233
3_3_place_gp	0.391	0.594	1550	230	-1210
6_report	0.473	0.826	1880	246	-500
==> critical path, stage by stage <==
cell	delay (ps)
clkbuf_2	110
xnor2_2	190
xnor3_2	490
inv_4	100
ha_4	150
xnor2_2	120
and2_4	190
o21ai_4	60
ha_4	280
nand2_4	50
nor4_4	160
buf_4	160
nand4_1	100
or3_1	380
o31ai_1	230
buf_2	130
==> synthesized netlist by cell type, types with 4 or more instances <==
cell type  count
a21oi_1        4
inv_1          6
ha_1           8
buf_2          4
o21ai_0        5
o2111ai_1      5
nor3_1         5
nor2_1         6
nand2_1        9
xnor2_1        9
o31ai_1       11
==> cell type report <==
| type | instances | area (um^2) |
|---|---|---|
| timing repair buffer | 79 | 593 |
| fill | 353 | 2090 |
| tap | 50 | 62.6 |
| inverter | 6 | 25.0 |
| multi-input combinational | 111 | 1200 |
==> logic make-up after synthesis <==
| family | synth area share |
|---|---|
| simple gates | 0.324 |
| compound gates | 0.227 |
| fa+ha+maj | 0.105 |
| mux | 0.0444 |
| buf+inv | 0.0601 |
| xor+xnor | 0.239 |
==> metal layers <==
| metal | wire length, um | part of all wire | track usage | vias up |
|---|---|---|---|---|
| met5 | 0 | 0 | 0 | - |
| met4 | 0 | 0 | 0 | 0 |
| met3 | 120 | 0.035 | 0.00394 | 0 |
| met2 | 1570 | 0.47 | 0.148 | 20 |
| met1 | 1690 | 0.50 | 0.126 | 577 |
| li1 | - | - | - | 608 |
==> how the worst min path moves through the flow <==
stage	startpoint	to	slack (ps)
finish	enStream[3]	stream[1]	2010
CTS	enStream[3]	stream[1]	2030
global route	enStream[3]	stream[1]	2040
==> power groups by stage <==
stage	Clock (mW)	Combinational [mW]	Sequential, mW
after CTS	0	0.700	0
after global routing	0	0.899	0
final	0	0.826	0
==> what timing repair did <==
action	in CTS	in global routing
setup buffers	12	4
setup endpoints to repair	7	7
gates resized	91	27
pin swaps	33	20
hold buffers	0	0
No activity file was given, so power comes from the tool's default toggle rates.
